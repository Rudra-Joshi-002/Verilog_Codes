**design/flow/design.v**
```verilog
module Que_2(A,B,A_gt_B,A_lt_B,A_eq_B);
input [3:0] A,B;
output A_gt_B,A_lt_B,A_eq_B;
wire [3:0]x;  
assign x=A~^B;
assign A_eq_B = ((x[3])&(x[2])&(x[1])&(x[0]));
assign A_gt_B = ((A[3] & (~B[3])) || (x[3] & A[2] & (~B[2])) || (x[3] & x[2] & A[1] & (~B[1])) || (x[3] & x[2] & x[1] & A[0] & (~B[0])));
assign A_lt_B = (((~A[3]) & B[3]) || (x[3] & (~A[2]) & B[2]) || (x[3] & x[2] & (~A[1]) & B[1]) || (x[3] & x[2] & x[1] & (~A[0]) & B[0]));
endmodule
```
**design/flow/constraint.sdc**
```tcl
current_design Que_2

set clk_period 2.7
set clk_io_pct 0.2

create_clock -name clk0 -period $clk_period

set non_clock_inputs [all_inputs -no_clocks]
set_input_delay [expr $clk_period * $clk_io_pct] -clock clk0 $non_clock_inputs
set_output_delay [expr $clk_period * $clk_io_pct] -clock clk0 [all_outputs]
```
**design/flow/config.mk**
```make
export PLATFORM = sky130hd
export DESIGN_NAME = Que_2
export DESIGN_NICKNAME = Que_2
export VERILOG_FILES = /design/flow/design.v
export SDC_FILE = /design/flow/constraint.sdc
export NUM_CORES = 4
export LEC_CHECK = 1
export CORE_AREA = 10 10 70 70
export DIE_AREA = 0 0 80 80
```
**design/flow/run.sh**
```bash
#!/bin/bash
# OpenROAD 26Q1-2900-gdf79404cd8, Yosys 0.63+post, stock flow scripts
make -C /OpenROAD-flow-scripts/flow DESIGN_CONFIG=/design/flow/config.mk WORK_HOME=/design/flow/orfs finish
```
==> GITHUB_STEP_SUMMARY <==
### Flow metrics

| Metric | Value |
|---|---|
| Post-Syn Area | 139 sq um |
| Final HPWL DP | 478 um |
| Final setup violation count | 0 |
| Routed length per instance | 6.64 um |
| Cts repair resizes | 4 |
| Slew margin rel. | 85.4% |
| Setup CP Type | in2out |
| Hold Violations, Final | 0 |
| Ys cells | 19 |
| Final wirelength | 511 um |
| YS chip area | 139 sq um |
| Die area | 6400 sq um |
| Final min period | 2.56 ns |
| Hold wc startpoint | B[3] |
| Total gr overflow | 0 |
| Setup crit start kind | input port |
| Max Fclk | 0.391 GHz |
| Clk pwr share | 0% |
| Critical Path Source | B[1] |
| Sequential fraction of the synthesis area | 0% |
| Comb power frac | 100.0% |
| CP top delay family | buffers and inverters |
| Core Box Area | 3420 sq um |
| Slew @ Worst Pin | 0.217 ns |
| Sw Ratio | 32.4% |
| Initial antenna violation count | 0 |
| Total Routing Usage GR | 1.43% |
| Final Slew Violations | 0 |
| First-pass GRT wire length | 710 um |
| Largest fanout on the critical path | 3 |
| PD cells | 125 nW/um^2 |
| DR iter-0 viols | 1 |
| Critical path arrival | 2.02 ns |
| Post-CTS Setup Bufs | 0 |
| Largest net degree at the start of global routing | 6 |
| Starting Density | 4.07% |
| Rows | 21 |
| Die span in x | 80 um |
| Setup_tns | 0 ns |
| First-pass DRT Iterations | 2 |
| Total internal power | 27.4 uW |
| Max stage delay cell, worst path | clkdlybuf4s50_1 |
| Met1 GRT Util | 1.71% |
| Unrepaired setup endpoints after global routing | no |
| Syn Area/Cell | 7.31 sq um |
| Worst path bufs/invs | 2 |
| CP max stage delay | 0.52 ns |
| GP Congestion | 0.711 |
| Log Warnings | 33 |
| I/O Buffers | 11 |
| Fin util | 9.49% |
| Via count of the first global-routing pass | 153 |
| Tcrit/Tclk final | 94.8% |
| CTS Hold Buffers Added | 0 |
| Max cap viols | 0 |
| Synth warnings | 0 |
| Sequential share of power | 0% |
| Mapped Cells | 19 |
| Seq_cells | 0 |
| Clock buffer count | 0 |
| Cells along the critical path | clkdlybuf4s50_1 -> xnor2_1 -> nand4_1 -> and3b_1 -> clkdlybuf4s50_1 |
| Post-route DRC violation count | 0 |
| Worst hold path class | in2out |
| Syn-to-layout area delta | 133% |
| Routing usage on met3 | 1.14% |
| Lkg Pwr | 0.118 nW |
| Fin Hold WS | 2.04 ns |
| Worst EP required | 2.16 ns |
| Met2 Use GR | 2.09% |
| Via count | 165 |
| Share of layout cells above drive strength 1 | 9.68% |
| Chip Height | 80 um |
| Unique cell types | 9 |
| IO Count | 11 |
| Status | complete, no violations |
| # diodes | 0 |
| Critical Path End Type | output pin |
| Most Used Layer, Global Route | met2 |
| Register area | 0 sq um |
| Most Frequent Cell on Critical Path | clkdlybuf4s50_1 |
| Maximum vdd drop | 15.1 uV |
| Routed Antenna Nets | 0 |
| NetSw | 13.2 uW |
| Vias per cell | 2.14 |
[cell families (layout without fill, tap and decap cells)]
group / after synthesis / in the layout / share of synthesized area, %
compound gates: 4 / 4 / 19.8
xor+xnor: 1 / 1 / 6.31
fa+ha+maj: 2 / 2 / 18.0
buf+inv: 2 / 14 / 5.41
simple gates: 10 / 10 / 50.5
[layer usage]
layer / vias to the layer above / wire length [um] / part of all wire, %
met2: 7 / 203 / 40
met5: - / 0 / 0
met3: 0 / 81 / 16
met4: 0 / 0 / 0
met1: 64 / 226 / 44
li1: 94 / - / -
[path summary, 6_finish.rpt]
| path | end | slack [ns] | cells after the start |
|---|---|---|---|
| max | A_eq_B | 0.14 | 5 |
| min | A_lt_B | 2.04 | 5 |
[per-stage QoR]
stage                     total power [mW]  setup WS, ns  cell area [sq um]  cells
after global routing                0.0454        0.0163                324     77
after detailed placement            0.0397        -0.185                314     77
after CTS                           0.0413         0.130                324     77
final                               0.0405         0.140                324     77
after global placement              0.0392        -0.212                314     77
after floorplan                     0.0141         0.819                139     19
[tightest hold or removal path, cell delays in order]
cell             delay, ns
dlygate4sd2_1         0.25
ha_4                  0.14
a311oi_1              0.04
o21ai_1               0.06
clkdlybuf4s50_1       0.47
[cells in the final DEF (no fill, tap or decap), drive strengths merged]
| cell type | synthesis | routed |
|---|---|---|
| nand2b | 4 | 4 |
| and3b | 3 | 3 |
| dlygate4sd2 | 0 | 2 |
| nand4 | 1 | 1 |
| o21ai | 2 | 2 |
| clkdlybuf4s50 | 0 | 9 |
| nor2b | 2 | 2 |
| xnor2 | 1 | 1 |
| inv | 2 | 2 |
| a311oi | 2 | 2 |
| ha | 2 | 2 |
| buf | 0 | 1 |
[final cells by class]
class / count / area [sq um]
timing repair buffer: 12 / 115
fill: 406 / 3090
multi-input combinational: 17 / 144
inverter: 2 / 7.51
tap: 46 / 57.6
[power by group through the flow]
stage,combinational [mW],sequential [mW],clock (mW)
5_1_grt,0.0454,0,0
4_1_cts,0.0413,0,0
6_report,0.0405,0,0
[synthesized netlist by cell type]
cell / count / area share [%]
xnor2_1: 1 / 6.3
inv_1: 2 / 5.4
a311oi_1: 2 / 13
nor2b_1: 2 / 9.0
ha_1: 2 / 18
o21ai_1: 2 / 7.2
nand4_1: 1 / 4.5
nand2b_1: 4 / 18
and3b_1: 3 / 19
Power figures rest on the tool's default switching activity, not on a simulated workload.
