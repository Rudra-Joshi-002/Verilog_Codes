[/design/flow/run.sh]
#!/bin/bash
# OpenROAD 26Q1-2900-gdf79404cd8, Yosys 0.63+post, stock flow scripts
make -C /OpenROAD-flow-scripts/flow DESIGN_CONFIG=/design/flow/config.mk WORK_HOME=/design/flow/orfs finish
[/design/flow/config.mk]
export PLATFORM = sky130hd
export DESIGN_NAME = alu_4b
export DESIGN_NICKNAME = alu_4b
export VERILOG_FILES = /design/flow/design.v
export SDC_FILE = /design/flow/constraint.sdc
export NUM_CORES = 4
export LEC_CHECK = 1
export CORE_AREA = 10 10 104 104
export DIE_AREA = 0 0 114 114
[/design/flow/constraint.sdc]
current_design alu_4b

set clk_period 9.3
set clk_io_pct 0.2

create_clock -name clk0 -period $clk_period

set non_clock_inputs [all_inputs -no_clocks]
set_input_delay [expr $clk_period * $clk_io_pct] -clock clk0 $non_clock_inputs
set_output_delay [expr $clk_period * $clk_io_pct] -clock clk0 [all_outputs]
[/design/flow/design.v]
module alu_4b(
    input [3:0] x, y,    
    input z, p1, p2,     
    output reg [7:0] m,  
    output reg [3:0] e,  
    output reg c,		 
    output wire [6:0] disp1op, disp2op  
);
    wire [6:0] seg_op1, seg_op2;
    reg [3:0] e10s, e1s;  
    reg [4:0] dummy;  
    reg [7:0] s1 = 0, s2 = 0, s3 = 0;  
    reg [7:0] b1 = 0, b2 = 0, b3 = 0, b4 = 0; 
    reg [8:0] c1 = 0, c2 = 0, c3 = 0; 
    integer i;
    always @* begin
        if(p1==0 && p2==0) begin  
            dummy[0] = z;
            for(i=0; i<4; i=i+1) begin
                e[i] = (x[i])^(y[i])^(dummy[i]);
                dummy[i+1] = (x[i]&y[i]) | (x[i]&dummy[i]) | (y[i]&dummy[i]);
            end
            c = dummy[4];
        end
        else if(p1==0 && p2==1) begin  
            dummy[0] = z;
            for(i=0; i<4; i=i+1) begin
                e[i] = (x[i])^(y[i])^(dummy[i]);
                dummy[i+1] = (~x[i]&y[i]) | (~x[i]&dummy[i]) | (y[i]&dummy[i]);
            end
            c = dummy[4];
        end
        else if(p1==1 && p2==0) begin  
            for(i=0; i<4; i=i+1) begin
                b1[i] = x[i]&y[0];
                b2[i+1] = x[i]&y[1];
                b3[i+2] = x[i]&y[2];
                b4[i+3] = x[i]&y[3];
            end
            for(i=0; i<8; i=i+1) begin
                s1[i] = b1[i]^b2[i]^c1[i];
                c1[i+1] = (b1[i]&b2[i]) | (b1[i]&c1[i]) | (b2[i]&c1[i]);
            end
            c2[0] = c1[8];
            for(i=0; i<8; i=i+1) begin
                s2[i] = s1[i]^b3[i]^c2[i];
                c2[i+1] = (s1[i]&b3[i]) | (s1[i]&c2[i]) | (b3[i]&c2[i]);
            end
            c3[0] = c2[8];
            for(i=0; i<8; i=i+1) begin
                s3[i] = s2[i]^b4[i]^c3[i];
                c3[i+1] = (s2[i]&b4[i]) | (s2[i]&c3[i]) | (b4[i]&c3[i]);
                m[i] = s3[i];
            end
        end
        else if(p1==1 && p2==1) begin  
            if (y == 4'b0) begin
                e = 4'b0;
                dummy = 5'b0;
                c = 1'b1;
            end
            else begin
                dummy[4] = 0;
                e = x / y;
                dummy = x % y;
                c = 1'b0;
            end
        end
        e10s = e / 10;
        e1s = e % 10;
    end
    seven_seg seg1(e10s, seg_op2);
    seven_seg seg0(e1s, seg_op1);
    assign disp1op = seg_op1;
    assign disp2op = seg_op2;
endmodule
module seven_seg(
    input [3:0] ip,
    output reg [6:0] op
);
    always @* begin
        case(ip)
            4'b0000: op = 7'b1000000;  
            4'b0001: op = 7'b1111001;  
            4'b0010: op = 7'b0100100;  
            4'b0011: op = 7'b0110000;  
            4'b0100: op = 7'b0011001;  
            4'b0101: op = 7'b0010010;  
            4'b0110: op = 7'b0000010;  
            4'b0111: op = 7'b1111000;  
            4'b1000: op = 7'b0000000;  
            4'b1001: op = 7'b0010000;  
            default: op = 7'b0111111;  
        endcase
    end
endmodule
==> impl_metrics.csv <==
group,metric,value,unit
detailed_routing,detail_route.first_pass.iterations,4,
layout,final_common_cell,"clkdlybuf4s50_1",
yosys,synthCells,192,
worst_setup_path,crit_start,"y[0]",
timing,fmax,113,MHz
layout,syn_to_final_growth,27.0,%
floorplan,ioPinCount,38,
detailed_routing,drc,0,
worst_setup_path,crit_path_cell_trace,"clkdlybuf4s50_1 -> inv_1 -> ha_1 -> a21oi_1 -> ha_1 -> o21a_1 -> o211ai_4 -> nand2_1 -> o21ai_1 -> ha_1 -> o21ai_0 -> a211oi_2 -> buf_4 -> mux2_2 -> ha_1 -> or3_1 -> o21ai_0 -> nor3_1 -> a211o_1 -> inv_1 -> ha_1 -> nand2_1 -> o21ai_0 -> clkdlybuf4s50_1",
yosys,yosysChipArea,1730,um2
run,drv_cap,0,
placed_design,gp_congestion,0.809,
yosys,top_cell_area_share,21.0,%
timing,period_needed,8.88,ns
global_route,overflow,0,
global_route,grt_pass1_vias,1339,
worst_setup_path,critPathMaxStageDelay,0.51,ns
worst_setup_path,worstSetupPathType,"in2out",
worst_setup_path,arrival,7.02,ns
timing,finalSetupViolCount,0,
timing,unclocked_pins,13,
timing,rsz0062_at_grt,"no",
layout,mostFrequentLayoutCells,"clkdlybuf4s50_1, inv_1, ha_1",
placed_design,dp_hpwl,3390,um
min_path,hp-start,"x[3]",
timing,worst_pin_slew,0.588,ns
floorplan,floorplan.core_util,19.9,%
power_and_ir_drop,p_total,0.169,mW
yosys,synthArstFlopShare,0,%
worst_setup_path,critPathTopFamily,"AND-OR/OR-AND gates",
timing,slew_headroom,60.8,%
yosys,synth.area.top_cells,"ha_1, fa_1, dlxtn_1",
detailed_routing,diodes,0,
layout,regArea,195,um2
detailed_routing,drt_iter0_drc,75,
global_route,grtUsageMet3,2.13,%
power_and_ir_drop,seq_power_share,7.0,%
min_path,hold_path_class,"in2out",
floorplan,num_rows,34,
power_and_ir_drop,ir_drop,0.0199,mV
yosys,top_area_cell,"ha_1",
floorplan,fp.dieH,114,um
timing,fin_ws,0.422,ns
power_and_ir_drop,pwr-share-clk,0,%
worst_setup_path,critPathLaunchType,"input port",
global_route,grt_use_met2,9.23,%
detailed_routing,wl_per_cell,12.1,um
worst_setup_path,end_kind,"primary output",
layout,drive_gt1_share,11.7,%
global_route,use_met1,8.36,%
worst_setup_path,cp.buffers_inverters,5,
yosys,ys.flops,13,
run,warnings,47,
timing,untimed_endpoints,26,
worst_setup_path,crit_slowest_cell,"clkdlybuf4s50_1",
worst_setup_path,worst_ep_required_time,7.44,ns
yosys,netlist_area,1730,um2
yosys,ff_type,"dlxtn_1",
detailed_routing,antenna_left,0,
global_route,globalRouteTotalUtil,5.96,%
timing,final_hold_viol_count,0,
global_route,top_usage_layer,"met2",
layout,n_fill_cell,938,
placed_design,port_buffers,35,
yosys,yosysUniqueCellTypes,49,
floorplan,coreArea,8680,um2
yosys,edf_count,0,
power_and_ir_drop,p_int,0.0947,mW
floorplan,dieArea,13000,um2
floorplan,die_w,114,um
detailed_routing,wl,3980,um
power_and_ir_drop,power.density,77.0,nW/um2
power_and_ir_drop,combPwrFrac,93.0,%
power_and_ir_drop,p_leak,1.01,nW
placed_design,dpl_worst_slack,0.224,ns
power_and_ir_drop,p_switching,0.0744,mW
global_route,grt_pass1_wl,6490,um
detailed_routing,dr_total_vias,1350,
yosys,ys_cells,192,
detailed_routing,via_per_inst,4.09,
timing,period_used_share,95.5,%
worst_setup_path,crit_fanout,5,
power_and_ir_drop,swShare,44.0,%
timing,finalMaxSlewViolations,0,
global_route,antenna_found_initial,0,
global_route,grt_max_degree,13,
yosys,syn_area_per_cell,9.01,um2
run_status,status,"finished, final reports clean",
yosys,yosys_warnings,10,
layout,comb_area,1370,um2
worst_setup_path,cpMostUsedCell,"ha_1",
timing,fin_tns_setup,0,ns
==> area by class of cell <==
cell class | instances | share of cell area, %
Multi-Input combinational cell | 139 | 62.4
Timing Repair Buffer | 38 | 17.1
Sequential cell | 13 | 8.88
Tap cell | 108 | 6.15
Inverter | 32 | 5.46
==> sequential cells by signal (all words and copies together), names as in the netlist <==
register / flops
m: 8
c: 1
e: 4
==> cells by family (layout without fill, tap and decap cells) <==
kind of cell | after synthesis | count (layout) | synth area share (%)
AND-OR/OR-AND | 38 | 38 | 19.0
latches | 13 | 13 | 11.3
buffers and inverters | 41 | 70 | 10.8
XOR/XNOR | 2 | 2 | 1.01
adder cells (fa/ha/maj) | 45 | 45 | 39.5
other | 2 | 3 | 0.434
AND/OR/NAND/NOR | 47 | 47 | 15.5
multiplexers | 4 | 4 | 2.46
==> synthesized netlist by cell type, types with 3 or more instances <==
cell type / instances
inv_1: 31
ha_1: 29
fa_1: 16
dlxtn_1: 13
nor2_1: 13
nand2_1: 11
o21ai_0: 8
buf_4: 6
a21oi_1: 5
nor3_1: 5
nor2b_1: 3
or3_1: 3
==> power groups by stage <==
| stage | combinational (mW) | clock, mW | sequential (mW) |
|---|---|---|---|
| after CTS | 0.158 | 0 | 0.0120 |
| after global routing | 0.179 | 0 | 0.0123 |
| final | 0.157 | 0 | 0.0119 |
==> stage by stage <==
stage	util (%)	hold slack, ns	area [um2]	std cells
global route	25.3	5.40	2200	330
CTS	25.0	5.33	2170	329
finish	25.3	5.27	2200	330
detailed placement	25.0	5.33	2170	329
floorplan	-	4.20	1730	193
global placement	25.0	5.34	2170	329
==> per-layer routing <==
metal / wire length, um / share of wire [%]
met1: 1880 / 47
met3: 335 / 8.4
met4: 0 / 0
met2: 1760 / 44
met5: 0 / 0
==> what timing repair did <==
item | 4_1_cts | 5_1_grt
endpoints found under the setup margin | 0 | 7
buffers inserted | 0 | 1
hold buffers | 0 | 0
gates resized | 0 | 6
==> path summary, 6_finish.rpt <==
check / endpoint / slack [ns] / cells after the start
worst min-delay path: disp1op[5] / 5.27 / 8
worst max-delay path: disp1op[2] / 0.42 / 24
Power is estimated from default activity; no workload was simulated.
