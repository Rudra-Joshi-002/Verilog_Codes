<file path="design/flow/design.v">
module dclock(clk, rst, hrs, min, sec);
  input clk, rst;
  output reg [6:0] hrs, min, sec;
  always @(posedge clk or posedge rst) 
  begin
	if (rst) 
	begin
	  hrs <= 7'b0000000;
	  min <= 7'b0000000;
	  sec <= 7'b0000000;
	end 
	else 
	begin
	  sec <= sec + 1'd1;
	  if (sec == 59) 
	  begin
		sec <= 7'b0000000;
		min <= min + 1'd1;
		if (min==59 && sec==59)
	  begin
		  hrs <= hrs + 1'd1;
		  min<=7'b0000000;
		  if(hrs==23)
		  begin
			  hrs<=0;
			  min<=0;
			  sec<=0;
		  end
	  end
	  end
	end
  end
endmodule
</file>
<file path="design/flow/run.sh">
#!/bin/bash
# OpenROAD 26Q1-2900-gdf79404cd8, Yosys 0.63+post, stock flow scripts
make -C /OpenROAD-flow-scripts/flow DESIGN_CONFIG=/design/flow/config.mk WORK_HOME=/design/flow/orfs finish
</file>
<file path="design/flow/config.mk">
export PLATFORM = sky130hd
export DESIGN_NAME = dclock
export DESIGN_NICKNAME = dclock
export VERILOG_FILES = /design/flow/design.v
export SDC_FILE = /design/flow/constraint.sdc
export NUM_CORES = 4
export LEC_CHECK = 1
export CORE_AREA = 10 10 108 108
export DIE_AREA = 0 0 118 118
</file>
<file path="design/flow/constraint.sdc">
current_design dclock

set clk_period 2.1
set clk_io_pct 0.2

create_clock -name clk0 -period $clk_period [get_ports {clk}]

set non_clock_inputs [all_inputs -no_clocks]
set_input_delay [expr $clk_period * $clk_io_pct] -clock clk0 $non_clock_inputs
set_output_delay [expr $clk_period * $clk_io_pct] -clock clk0 [all_outputs]
</file>
==> results.json <==
{
  "path_max_fanout": 8,
  "final_common_cell": "clkdlybuf4s50_1",
  "io_buffer_count": 22,
  "drive_above_1_share": 0.119,
  "rsz0062_at_grt": "false",
  "peakVddDrop_mv": 0.206,
  "cts_max_path_buffers": 2,
  "status": "finished, final reports clean",
  "synthCells": 101,
  "dr_total_vias": 826,
  "postSynthSeqShare": 0.481,
  "synth_warnings": 1,
  "cts_buffers": 3,
  "grt_max_degree": 22,
  "die_area_sq_um": 13900,
  "first_pass_iters": 3,
  "initCoreUtil": 0.118,
  "io_pins": 23,
  "antenna_found_initial": 0,
  "grt_first_pass_wirelength_um": 4550,
  "die_height_um": 118,
  "area_delta_synth_final_pct": 38.3,
  "drc": 0,
  "hold_viol_final": 0,
  "hp-class": "in2async",
  "netlist_area_sq_um": 1090,
  "die_w_um": 118,
  "p_leak_nw": 0.612,
  "worstMarginPinSlew_ns": 0.509,
  "coreArea_sq_um": 9280,
  "endpoint_kind": "flop",
  "antenna-diode-count": 0,
  "total_power_w": 0.000675,
  "yosys-stat-area_sq_um": 1090,
  "synth_top_area_share": 0.481,
  "lay_top_cells": "clkdlybuf4s50_1, dfrtp_1, nand3_1, nand2_1, nor2_1",
  "p_per_area_nw_per_um2": 447,
  "clock-sinks": 21,
  "cts_tree": "built",
  "clock_latency_ns": 0.25,
  "openroad.warnings": 25,
  "slew_headroom": 0.658,
  "synth_cell_types": 36,
  "dpl.hpwl_um": 2090,
  "rows": 35,
  "finalSetupViolations": 0,
  "min_period_ns": 1.76,
  "ys_cells": 101,
  "ant_nets": 0,
  "post_cts_buffers": 0,
  "cts_resized": 0,
  "wl_um": 2640,
  "crit_arrival_ns": 1.91,
  "htreeDepth": 1,
  "track_usage": 0.0395,
  "yosysTopAreaCell": "dfrtp_1",
  "avgSynthCellArea_sq_um": 10.8,
  "overflow": 0,
  "fmax_mhz": 569,
  "wire_per_inst_um": 10.4,
  "fin_crit_sh": 0.837,
  "grt_pass1_vias": 774,
  "clock_skew_ns": 0.00358,
  "drtIter0Drc": 27,
  "gp_congestion": 0.796,
  "path_class": "reg2reg",
  "cts_hold_buf": 0,
  "viasPerCell": 3.24,
  "topCellsByArea": "dfrtp_1, nand3_1, ha_1",
  "clock-root-buffer": "clkbuf_8",
  "setup-tns-final_ns": 0,
  "drv_cap": 0,
  "slew_viol_final": 0,
  "path_clk_slew_ns": 0.08,
  "ys_seq_elements": 21,
  "cp.required_ns": 2.25,
  "crit_path_start_kind": "flop"
}
final timing paths:
kind / start / slack [ns] / to / depth (start not counted)
max: sec[0] / 0.34 / min[5] / 6
min: rst / 0.49 / sec[3] / 3
max reg2reg: sec[0] / 0.34 / min[5] / 6
min reg2reg: min[6] / 0.51 / min[6] / 1
max in group asynchronous: rst / 1.39 / hrs[1] / 3
min in group clk0: min[6] / 0.51 / min[6] / 1
through the flow:
stage / hold WS, ns / setup WS, ns / util / instance area [sq um] / std cells
6_report: 0.488 / 0.342 / 0.163 / 1510 / 255
5_1_grt: 0.526 / 0.188 / 0.163 / 1510 / 255
4_1_cts: 0.498 / 0.319 / 0.163 / 1510 / 255
3_5_place_dp: 0.502 / 0.337 / 0.158 / 1470 / 251
3_3_place_gp: 0.506 / 0.310 / 0.158 / 1470 / 251
2_1_floorplan: 0.397 / 0.564 / - / 1090 / 101
registers in the layout, indices dropped and copies added (netlist names):
name	cells
hrs	7
min	7
sec	7
cells by family after synthesis:
| kind of cell | count (synthesis) | synth area share |
|---|---|---|
| xor+xnor | 7 | 0.0561 |
| buf+inv | 6 | 0.0321 |
| simple gates | 45 | 0.265 |
| compound gates | 17 | 0.111 |
| mux | 2 | 0.0206 |
| fa+ha+maj | 3 | 0.0344 |
| flops | 21 | 0.481 |
power by group:
part           leakage [nW]  switching [W]  internal (W)
clock network        0.0228       0.000125      0.000135
logic                 0.306     0.00000798    0.00000299
registers             0.284              0      0.000404
layer usage:
| metal | vias to the layer above | share of wire | global-route usage | wire length [um] |
|---|---|---|---|---|
| li1 | 419 | - | - | - |
| met1 | 390 | 0.50 | 0.0580 | 1330 |
| met3 | 2 | 0.067 | 0.0170 | 176 |
| met2 | 15 | 0.42 | 0.0545 | 1120 |
| met4 | 0 | 0.0061 | 0.00232 | 16 |
| met5 | - | 0 | 0 | 0 |
worst max-delay path, cell delays in order, from the launching register on:
cell	delay [ns]
dfrtp_1	0.42
ha_1	0.23
and3_4	0.22
and3_1	0.31
buf_4	0.21
o21ai_0	0.09
a21o_1	0.18
synthesized netlist by cell type:
master / n
buf_2: 1
a31oi_1: 2
nor4_1: 1
nand3b_1: 1
a21oi_1: 2
and3_1: 3
nor4_4: 1
o41ai_2: 1
nor2b_1: 2
and4bb_1: 1
buf_6: 1
nand2_1: 8
or3_1: 2
and4_1: 1
nor2_2: 1
and2_2: 1
and2b_1: 1
o21ai_0: 5
dfrtp_1: 21
nor3_1: 3
o31ai_1: 1
nand3_4: 2
a21bo_2: 1
xnor2_1: 3
and3_4: 1
inv_1: 3
xor2_1: 4
a22o_1: 2
nor2_1: 6
o211ai_1: 2
ha_1: 3
mux2_2: 2
a21o_1: 1
buf_4: 1
nand4b_1: 1
nand3_1: 9
area by class of cell:
type	instances	area, sq um
inverter	3	11.3
fill	1057	7770
sequential	21	526
timing repair buffer	24	235
tap	129	161
clock buffer	4	45.0
multi-input combinational	74	532
Power is estimated from default activity; no workload was simulated.
